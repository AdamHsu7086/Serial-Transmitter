--- flow/run.sh ---
#!/bin/bash
# OpenROAD 26Q1-2900-gdf79404cd8, Yosys 0.63+post, stock flow scripts
make -C /OpenROAD-flow-scripts/flow DESIGN_CONFIG=/design/flow/config.mk WORK_HOME=/design/flow/orfs finish
--- flow/config.mk ---
export PLATFORM = sky130hd
export DESIGN_NAME = STI
export DESIGN_NICKNAME = STI
export VERILOG_FILES = /design/flow/design.v
export SDC_FILE = /design/flow/constraint.sdc
export NUM_CORES = 4
export LEC_CHECK = 1
export CORE_AREA = 10 10 70 70
export DIE_AREA = 0 0 80 80
--- flow/constraint.sdc ---
current_design STI

set clk_period 2.3
set clk_io_pct 0.2

create_clock -name clk0 -period $clk_period [get_ports {clk}]

set non_clock_inputs [all_inputs -no_clocks]
set_input_delay [expr $clk_period * $clk_io_pct] -clock clk0 $non_clock_inputs
set_output_delay [expr $clk_period * $clk_io_pct] -clock clk0 [all_outputs]
--- flow/design.v ---
module STI(clk,reset,load,pi_data,pi_msb,pi_low,
           so_data,so_valid);
input clk,reset; 
input load,pi_msb,pi_low; 
input [15:0]pi_data;
reg [3:0]counter;
output reg so_data,so_valid;
always@(posedge clk or posedge reset)begin
if(reset)
	counter <= 0; 
else if(load == 1)begin  
	case({pi_low,pi_msb})
		2'b00: 
			counter <= 0;
		2'b01: 
			counter <= 7;
		2'b10: 
			counter <= 0;
		2'b11: 
			counter <= 15;
		default:
			counter <= 0;
	endcase
	end
else begin
	case({pi_low,pi_msb})
		2'b00: 
			counter <= counter + 1;
		2'b01: 
			counter <= counter - 1;
		2'b10: 
			counter <= counter + 1;
		2'b11: 
			counter <= counter - 1;
		default:
			counter <= 0;
	endcase
end
end
always@(posedge clk or posedge reset)begin 
if(reset)
	so_valid <= 0;
else if(load == 1)
	so_valid <= 1;
else if(({pi_low,pi_msb} == 2'b00 && counter == 7) || ({pi_low,pi_msb} == 2'b01 && counter == 0 ) || ({pi_low,pi_msb} == 2'b10 && counter == 15) || ({pi_low,pi_msb} == 2'b11 && counter == 0))
	so_valid <= 0;
else
	so_valid <= 1;
end
always@(*)begin 
if(so_valid == 1)
	so_data = pi_data[counter];
else
	so_data = 0;
end
endmodule
==> results_dict.tcl <==
# yosys + openroad results
set metrics [dict create \
    outcome "finished, final reports clean" \
    p_leak_uw 0.0002972 \
    die_w_um 80 \
    synth_top_flop_cell "dfrtp_1" \
    antennaDiodeCount 0 \
    cts_sinks 5 \
    routabilityCongestion 0.8181 \
    dpl.cell_count 113 \
    max_cap_viol_count 0 \
    tns_ns 0 \
    numCtsBuffers 3 \
    critPathKind "in -> out" \
    wl_per_cell_um 10.95 \
    critPathLaunchType "input pin" \
    hpwl_um 1083 \
    grt_max_degree 12 \
    ys_sh_mux 0.2285 \
    hp-class "in -> async" \
    ant_nets 0 \
    path_clk_slew_ns 0.04 \
    yosys.cell_types.count 27 \
    crit_arrival_ns 1.68 \
    timing.final.crit_share 0.9299 \
    synthAdderAreaFrac 0.09677 \
    dieHeight_um 80 \
    drt_iter0_drc 3 \
    fin_cells 117 \
    cts_tree "built" \
    synth_area_per_cell_um2 9.697 \
    antenna_found_initial 0 \
    fmax_mhz 467.6 \
    ios 23 \
    grt_use_total 0.04179 \
    grt_pass1_wl_um 2187 \
    synthCells 48 \
    placed_area_um2 723.2 \
    ys_sh_xor 0.03763 \
    min_period_ns 2.139 \
    tightestPinTransition_ns 0.4409 \
    ys_top_logic_family "multiplexers" \
    setup_violations 0 \
    crit_path_end_kind "output pin" \
    via_per_inst 3.906 \
    cts-root-buf "clkbuf_4" \
    synth_stat.cells 48 \
    rows 21 \
    synth_chip_area_um2 465.4 \
    async_reset_ff_frac 1.000 \
    clkLatencyLatePin_ns 0.24 \
    first_pass_iters 3 \
    cts_max_path_buffers 2 \
    final.setup_skew_ns 0.002043 \
    whs_ns 0.4175 \
    fp_util 0.1363 \
    power.total_uw 404.9 \
    grt_pass1_vias 488 \
    vias 457 \
    mostFrequentLayoutCells "21 x clkdlybuf4s50_1, 5 x mux2i_1, 5 x dfrtp_1" \
    core_area_um2 3416 \
    final_cell_area_um2 744.5 \
    compound_area_frac 0.1317 \
    rsz0062_at_grt "false" \
    cp_max_fo 1 \
    drv_slew 0 \
    warning_count 25 \
    chipArea_um2 6400 \
    p_per_area_nw_per_um2 543.9 \
    wl_um 1281 \
    io_buffers 22 \
    grt-ovfl-total 0 \
    final_common_cell "clkdlybuf4s50_1" \
    htreeDepth 1 \
    ys_ff 5 \
    ir_drop_mv 0.2194 \
    simple_gate_share 0.1532 \
    post-cts-setup-buffers 0 \
    area_growth_pct 59.95 \
    hold_viol 0 \
    yosysWarnings 1 \
    ys_seq_frac 0.2688 \
    layout-drive-gt1-share 0.1127 \
    holdBufCountCts 0 \
    edf_count 0 \
    route.detailed.drc 0 \
    syn-cell-area_um2 465.4 \
    slew_headroom 0.7061 \
    critical_path_required_ns 1.84 \
]
sequential cells by signal (all words and copies together) (netlist names):
name,cells
counter,4
so_valid,1
through the flow:
stage / util / worst slack (ns)
final: 0.2179 / 0.1612
after floorplan: - / 0.6501
after global placement: 0.2117 / -0.1420
after detailed placement: 0.2117 / -0.1683
after CTS: 0.2190 / 0.005775
after global routing: 0.2179 / 0.07777
routing by layer:
layer,part of all wire,vias up,GRT usage
met5,0,-,0
met4,0.0031,0,0.003521
met2,0.39,19,0.05698
li1,-,225,-
met3,0.13,2,0.02614
met1,0.48,211,0.05650
final cells by class:
cell class | instances | area, µm²
well taps | 46 | 57.56
flip-flops and latches | 5 | 125.1
clock buffers | 4 | 26.28
fillers | 384 | 2671
multi-input cells | 36 | 301.5
inverters | 3 | 11.26
repair buffers | 23 | 222.7
kinds of logic (layout without fill, tap and decap cells):
| family | Yosys count | after routing |
|---|---|---|
| and+or+nand+nor | 13 | 13 |
| AOI/OAI and AO/OA | 10 | 10 |
| muxes | 8 | 8 |
| buffers and inverters | 7 | 30 |
| DFF | 5 | 5 |
| adders and majority gates | 3 | 3 |
| xor gates and xnor gates | 2 | 2 |
worst paths after layout:
check	cells after the start	to	startpoint	slack (ns)
worst max-delay path	5	so_data	pi_data[11]	0.16
worst min-delay path	2	so_valid$_DFF_PP0_	reset	0.42
worst max register to register	6	counter[3]$_DFF_PP0_	counter[1]$_DFF_PP0_	0.72
worst min register to register	3	so_valid$_DFF_PP0_	counter[2]$_DFF_PP0_	0.69
max in group asynchronous	2	counter[2]$_DFF_PP0_	reset	1.71
min in group clk0	3	so_valid$_DFF_PP0_	counter[2]$_DFF_PP0_	0.69
critical path, cell delays in order:
cell and delay (ns):
clkdlybuf4s50_1 0.40, mux4_2 0.46, mux2i_1 0.15, o32ai_1 0.09, clkbuf_2 0.12
synthesized netlist by cell type (2+ instances only):
cell type | number | share of area
a21oi_1 | 4 | 0.043
dfrtp_1 | 5 | 0.27
ha_1 | 2 | 0.054
inv_1 | 3 | 0.024
mux2i_1 | 5 | 0.11
mux4_2 | 2 | 0.097
nand2_1 | 4 | 0.032
nand3b_1 | 2 | 0.032
nor2_1 | 2 | 0.016
o21ai_0 | 2 | 0.022
power breakdown:
group / switching (µW) / total [µW] / leakage [µW] / internal (µW)
registers: 29.7 / 132 / 0.0000555 / 102
clock network: 35.1 / 101 / 0.0000150 / 65.5
logic: 62.1 / 172 / 0.000227 / 110
total: 127 / 405 / 0.000297 / 278
timing repair:
item | CTS | global route
hold endpoints to repair | 0 | 0
resized | 1 | 2
setup endpoints to repair | 1 | 1
No activity file was given, so power comes from the tool's default toggle rates.
